$ cat design/flow/design.v
`timescale 1ns / 1ps
module single_port_ram(clk,en,wr,address,in,out);
	 input clk,en,wr;
	 input [3:0]address;
	 input [7:0]in;
    output reg [7:0]out;
	 reg [7:0]memory[0:3];
	 always @ (posedge clk)
	 begin
	 case(en)
	 0: out<= 8'd0;
	 1: case(wr)
	     1:  memory[address]<= in;
		  0:  out<= memory[address];
		  endcase
		  endcase
	 end
endmodule
$ cat design/flow/config.mk
export PLATFORM = sky130hd
export DESIGN_NAME = single_port_ram
export DESIGN_NICKNAME = single_port_ram
export VERILOG_FILES = /design/flow/design.v
export SDC_FILE = /design/flow/constraint.sdc
export NUM_CORES = 4
export LEC_CHECK = 1
export CORE_UTILIZATION = 30
export SYNTH_HDL_FRONTEND = slang
$ cat design/flow/constraint.sdc
current_design single_port_ram

set clk_period 3.4
set clk_io_pct 0.2

create_clock -name clk0 -period $clk_period [get_ports {clk}]

set non_clock_inputs [all_inputs -no_clocks]
set_input_delay [expr $clk_period * $clk_io_pct] -clock clk0 $non_clock_inputs
set_output_delay [expr $clk_period * $clk_io_pct] -clock clk0 [all_outputs]
$ cat design/flow/run.sh
#!/bin/bash
# OpenROAD 26Q1-2900-gdf79404cd8, Yosys 0.63+post, stock flow scripts
make -C /OpenROAD-flow-scripts/flow DESIGN_CONFIG=/design/flow/config.mk WORK_HOME=/design/flow/orfs finish
==> run notes <==
Entry: Yosys synthesis followed by OpenROAD place and route.

Job:
- The tool warning count for the run is 27.
- The run gives the number of maximum-capacitance constraint violations as 0.

Drt:
- The run gives the average detailed-routed wire length per instance as approximately 13 um.
- For this run, the detailed router's first-pass iteration total came to 4.
- The run gives the number of routed nets with antenna violations as 0.
- The run puts the detailed-route via count at approximately 750.
- The run gives the detailed-route vias per instance as 4.282.
- The run gives the number of design rule violations left after detail routing as 0.
- The run gives the count of routing violations after the opening detailed-route iteration as 31.
- In the routed netlist, the antenna diode instances number 0.
- The final layout contains routed wiring with a total length of 2.203 mm.

Cells and area:
- The run gives the number of filler cells placed in the layout as between 400 and 500.
- Of the cells placed in the final design, the portion with a size suffix greater than 1 is 12.15%.
- Among logic cells in the layout, the one with the most instances is sky130_fd_sc_hd__edfxtp_1.
- The finished layout holds about 170 standard cells, fillers aside.
- The run gives the area overhead of the layout relative to synthesis as 25.40%.
- The top cell types in the final layout, fill and taps aside, are sky130_fd_sc_hd__edfxtp_1, sky130_fd_sc_hd__clkdlybuf4s50_1, sky130_fd_sc_hd__mux2i_1, sky130_fd_sc_hd__o22ai_1, sky130_fd_sc_hd__buf_4.

Timing:
- The run puts the remaining max-slew budget at the tightest pin at around 67%.
- For the final database, setup skew stands at 0.001849 ns.
- The run gives the post-route worst hold slack as about 0.61 ns.
- Setup violations remaining at the end of the flow were counted as 0.
- The run puts the setup total negative slack at 0 ns.
- The run gives the minimum clock period after layout as 2.131 ns.
- The run gives the highest clock frequency the design can meet as 469.4 MHz.
- The run gives the slew of the pin with the lowest slew margin as roughly 0.5 ns.
- The run puts the max-slew violation total from the final report at 0.
- The run puts the post-route clock period utilization at 62.66%.
- The run gives the final number of hold-violating endpoints as 0.
- Setup repair after global routing left no endpoint under its margin.

Pwr:
- Power comes to a little over 0.9 mW.
- The run puts the ratio of total power to cell area at 489.3 nW/um^2.
- The run puts the leakage power figure at between 0.6 and 0.7 nW.
- The run puts the peak ir drop on the vdd network at roughly 0.13 mV.

Placed design:
- The run puts the final weighted congestion in routability-driven placement at approximately 0.73.
- The run gives the instance count after placement with tap cells included as 167.
- Summed over all nets, the half-perimeter wirelength after detailed placement is 1.510 mm.
- The run puts the number of buffers added on ports at 20.

Critical path:
- The run puts the worst path arrival time at about 2.1 ns.
- The run puts the biggest fanout along the worst timing path at 8.
- The run gives the kind of launch point of the worst setup path as an input pin.
- The run gives the critical path class as input pin to flop.
- The run gives the worst setup path startpoint as address[0].
- STA reports a reg2reg setup slack of between 2 and 2.5 ns.
- The data required time reported for the critical path is approximately 3.4 ns.
- Looking at the reg2reg group, the worst path starts from memory[3][3].
- The run gives the kind of end point of the critical path as a flop.

Yosys:
- After synthesis, the design contains around 76 cells according to Yosys.
- Synthesis inferred ~40 register bits.
- The run puts the share of synthesized area occupied by flip-flops and latches at 80.74%.
- The run gives the synthesized netlist cell count as 76.
- By area the synthesized netlist is led by sky130_fd_sc_hd__edfxtp_1, sky130_fd_sc_hd__mux2i_1, sky130_fd_sc_hd__o22ai_1.
- Yosys reports that the leading cell type by area covers 80.74% of the netlist area.
- Counting distinct cell types in the post-synthesis netlist gives 12.
- The run puts the yosys warning tally at 0.
- The run gives the summed instance area of the synthesized netlist as ~1500 um^2.
- The run puts the per-instance average area after synthesis at between 15 and 20 um^2.
- Summed over all instances, the cell type with the most area after synthesis is sky130_fd_sc_hd__edfxtp_1.
- The stat command in Yosys gives a chip area of approximately 1500 um^2.

Global route:
- The run puts the wire length of the first global-routing pass at 3.491 mm.
- The run gives the total routing usage reported by global routing as roughly a tenth.
- The run puts the global-route congestion overflow total at 0.
- The run gives the initial antenna violation count as 0.
- The run puts the largest net degree at the start of global routing at 13.
- The number of global-route vias before repair was about 780.

Die:
- The run gives the die extent in y as 72.42 um.
- Before placement the cells fill between 30% and 40% of the core.
- 23 I/O pins were placed.
- After floorplanning, the core was divided into 25 placement rows.
- The run puts the chip width at around 72 um.
- The run puts the full die area at roughly 5200 um^2.
- The run gives the total core area as around 4800 um^2.

CTS:
- In this run the clock root is driven by a sky130_fd_sc_hd__clkbuf_8.
- The run gives the number of buffers on the longest clock path as 2.
- Clock latency on the worst-skew pair, taken at its later pin, is between 0.2 and 0.3 ns.
- The run puts the clock buffer count from CTS at 5.
- CTS built an H-tree with a depth of 2.
- The run gives the quantity of gates resized following cts as 0.
- The run gives the hold buffer count at cts as 0.
- The run puts the clock transition at the register clock pins on the worst setup and hold paths after CTS at approximately 0.070 ns.
- The run puts the number of setup buffers added after CTS at 0.
- The run gives the CTS sink count as roughly 40.
- TritonCTS built the clock tree.

Status:
- The run finished with clean final reports.

Worst hold path:
- For the worst min-delay path, the startpoint reported by OpenROAD is memory[2][5].
- The run gives the class of the tightest hold or removal check as flop to flop.
kinds of logic after synthesis:
family | share of synthesized area, %
compound gates | 3.364
simple gates | 2.439
flops | 80.74
buf+inv | 2.691
mux | 10.77
final cells by class:
type	instances	area (um^2)	area share (%)
timing repair buffer	27	252.7	13.55
multi-input combinational	32	246.5	13.21
inverter	1	3.754	0.2012
clock inverter	1	5.005	0.2683
sequential	40	1201	64.39
clock buffer	6	72.57	3.890
tap	67	83.83	4.494
power breakdown:
group	switching [mW]	leakage (nW)	internal, mW	total [mW]
Combinational	0.0277	0.238	0.0398	0.0675
Sequential	0.00459	0.377	0.566	0.571
Clock	0.136	0.0410	0.139	0.274
final timing paths:
check / cells after the start / end
max: 4 / memory[3][7]
min: 2 / out[5]
max reg2reg: 2 / out[3]
min reg2reg: 2 / out[5]
through the flow:
step	utilization (%)	setup WS (ns)	instance area, um^2
6_report	39.24	1.269	1866
2_1_floorplan	-	1.375	1488
4_1_cts	39.24	1.260	1866
3_3_place_gp	37.61	0.9646	1788
3_5_place_dp	37.61	0.9603	1788
5_1_grt	39.24	1.145	1866
state kept, by name, indices dropped and copies added (netlist names):
name / count
memory: 32
out: 8
synth_stat cells (all sizes together):
cell type  number
buf             3
edfxtp         40
inv             1
mux2i          16
nand2           2
nand2b          1
nand3           1
nor2            2
nor3            2
o22ai           8
routing by layer:
metal,track usage (%),share of wire (%),up-vias
li1,-,-,361
met1,11.92,41,339
met2,14.85,45,39
met3,5.775,11,6
met4,1.743,2.2,0
met5,0,0,-
critical path: stages:
cell	delay, ns
sky130_fd_sc_hd__clkdlybuf4s50_1	0.68
sky130_fd_sc_hd__inv_1	0.10
sky130_fd_sc_hd__nor2_1	0.42
sky130_fd_sc_hd__buf_4	0.23
Power and IR drop assume default switching activity.
