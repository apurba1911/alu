$ cat design/flow/constraint.sdc
current_design alu1

set clk_period 1.4
set clk_io_pct 0.2

create_clock -name clk0 -period $clk_period [get_ports {clk}]

set non_clock_inputs [all_inputs -no_clocks]
set_input_delay [expr $clk_period * $clk_io_pct] -clock clk0 $non_clock_inputs
set_output_delay [expr $clk_period * $clk_io_pct] -clock clk0 [all_outputs]
$ cat design/flow/design.v
`timescale 1ns / 1ps
module alu1(
    input clk,rst,[1:0]a,[1:0]b,[2:0]p,
    output reg [1:0]c
    );
	 always  @ ( posedge clk )
	 begin
	 case (p)
	 3'b000:c=a|b;
	 3'b001:c=a & b;
	 3'b010:c=a^b;
	 3'b011:c=~a;
	 3'b100:c=~(a^b);
	 3'b101:c=~(a & b);
	 3'b110:c=~(a | b);
	 3'b111:c=(a >> 1);
	 endcase
	 end
endmodule
$ cat design/flow/config.mk
export PLATFORM = sky130hd
export DESIGN_NAME = alu1
export DESIGN_NICKNAME = alu1
export VERILOG_FILES = /design/flow/design.v
export SDC_FILE = /design/flow/constraint.sdc
export NUM_CORES = 4
export LEC_CHECK = 1
export CORE_AREA = 10 10 70 70
export DIE_AREA = 0 0 80 80
export SYNTH_HDL_FRONTEND = slang
$ cat design/flow/run.sh
#!/bin/bash
# OpenROAD 26Q1-2900-gdf79404cd8, Yosys 0.63+post, stock flow scripts
make -C /OpenROAD-flow-scripts/flow DESIGN_CONFIG=/design/flow/config.mk WORK_HOME=/design/flow/orfs finish
==> flow_summary.json <==
{
  "status": "complete, no violations",
  "clock-sinks": 2,
  "yosys_area_um2": 285,
  "final.min_clock_period_ns": 1.37,
  "die_h_um": 80,
  "path_clk_slew_ns": 0.03,
  "holdPathStages": 6,
  "drtPass1Iterations": 4,
  "core.rowCount": 21,
  "syn_area_um2": 285,
  "largest_reg_flops": 2,
  "worstMarginPinSlew_ns": 0.206,
  "synth-seq-cells": 2,
  "lay_top_cells": "clkdlybuf4s50_1 (8), nand2_1 (6), buf_4 (6)",
  "hold_ws_ns": 0.774,
  "h-tree-depth": 1,
  "cap_violations": 0,
  "post_cts_buffers": 0,
  "die_width_um": 80,
  "lay_top_count": "clkdlybuf4s50_1",
  "warnings": 28,
  "cts_made_buffers": 3,
  "cts_tree": "done",
  "finalSetupTns_ns": 0,
  "yosysUniqueCellTypes": 19,
  "ios": 11,
  "hpwl_um": 605,
  "finalClockPeriodUsage_pct": 97.6,
  "via_per_inst": 3.05,
  "wire_per_inst_um": 7.03,
  "setup_violations": 0,
  "root_buffer": "clkbuf_4",
  "ant_nets": 0,
  "ctsHoldBuffers": 0,
  "startpoint_type": "input port",
  "max-slew-margin-rel_pct": 86.2,
  "ys_seq_share_pct": 14.0,
  "grt_pass1_vias": 308,
  "fin_area_um2": 478,
  "power_w": 0.000297,
  "grtUsageTotal_pct": 2.27,
  "clk_path_buf_depth": 2,
  "grt_pass1_wl_mm": 1.21,
  "place.gp.congestion": 0.679,
  "rsz0062_at_grt": "no",
  "vdd_drop_max_mv": 0.165,
  "dpl_cell_area_um2": 450,
  "place.port_buffers": 9,
  "cp.required_ns": 1.51,
  "totalWireLength_um": 703,
  "core_um2": 3420,
  "remaining_drc_errors": 0,
  "timing.fmax_mhz": 732,
  "drv_slew": 0,
  "drt_iter0_drc": 43,
  "ys_cells": 39,
  "antenna_found_initial": 0,
  "final_hold_viol_count": 0,
  "syn_inst": 39,
  "powerDensity_nw_per_um2": 621,
  "grt_start_max_net_pins": 8,
  "criticalPathCategory": "input port to flop",
  "hold_path.class": "input port to flop",
  "cp-end-kind": "flop",
  "syn2layout_area_growth_pct": 67.5,
  "grt_remaining_overflow": 0,
  "drive_gt1_share_pct": 20.4,
  "crit_arrival_ns": 1.47,
  "die-area_um2": 6400,
  "cp_max_fo": 2,
  "p_leak_nw": 0.205,
  "antennaDiodeCount": 0,
  "fp_util_pct": 8.35,
  "via_count": 305,
  "avgSynthCellArea_um2": 7.31,
  "yosys_warnings": 0
}
## layer usage
layer,wire (µm),global-route usage [%],vias up
met2,405,4.65,3
met1,250,1.79,134
met5,0,0,-
li1,-,-,168
met3,47,1.02,0
met4,0,0.704,0
## final cells by class
cell class | count | area [µm²]
fillers | 387 | 2940
multi-input cells | 30 | 209
repair buffers | 15 | 134
well taps | 46 | 57.6
flip-flops and latches | 2 | 40.0
clock buffers | 3 | 22.5
inverters | 4 | 15.0
## through the flow
| stage | utilization [%] | cells | setup slack [ns] |
|---|---|---|---|
| after floorplan | - | 39 | 0.323 |
| after global placement | 13.2 | 97 | -0.222 |
| after detailed placement | 13.2 | 97 | -0.255 |
| after CTS | 13.8 | 100 | 0.0306 |
| after global routing | 14.0 | 100 | 0.00536 |
| final | 14.0 | 100 | 0.0330 |
## cell families after synthesis
| family | after synthesis | synth area share [%] |
|---|---|---|
| AND-OR/OR-AND | 7 | 16.2 |
| AND/OR/NAND/NOR | 18 | 33.8 |
| adder cells (fa/ha/maj) | 4 | 17.5 |
| flip-flops | 2 | 14.0 |
| multiplexers | 1 | 3.51 |
| buffers and inverters | 7 | 14.9 |
## worst paths after layout
path / slack, ns / startpoint / endpoint
max: 0.03 / b[1] / c[1]
min: 0.77 / a[1] / c[1]
## report_power, final
part / internal [W] / switching, W
Combinational: 0.0000639 / 0.0000403
Sequential: 0.0000653 / 0.00000146
Clock: 0.0000944 / 0.0000312
## cell usage after synthesis
cell type	count	area [µm²]
buf_2	1	5.00
inv_1	4	15.0
o32a_1	1	10.0
o21ai_1	1	5.00
nand2b_1	1	6.26
o21ai_0	1	5.00
a22o_1	1	8.76
a31oi_1	2	12.5
a21oi_1	1	5.00
ha_1	4	50.1
nand2_1	6	22.5
buf_6	2	22.5
mux2i_1	1	10.0
nor2_1	3	11.3
nand3b_1	2	15.0
dfxtp_1	2	40.0
nor4b_1	1	8.76
nand3_1	4	20.0
and4bb_2	1	12.5
## critical path: stages
cell             delay (ns)
clkdlybuf4s50_1        0.48
inv_1                  0.05
ha_1                   0.26
nand2b_1               0.09
nand3_1                0.08
a22o_1                 0.23
## what timing repair did
item                                    4_1_cts  5_1_grt
cloned                                        0        0
endpoints found under the setup margin        1        1
gates resized                                 1        1
