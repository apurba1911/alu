File: design/flow/config.mk
export PLATFORM = sky130hd
export DESIGN_NAME = mod_N_up_down_counter
export DESIGN_NICKNAME = mod_N_up_down_counter
export VERILOG_FILES = /design/flow/design.v
export SDC_FILE = /design/flow/constraint.sdc
export NUM_CORES = 4
export LEC_CHECK = 1
export CORE_AREA = 10 10 70 70
export DIE_AREA = 0 0 80 80
export SYNTH_HDL_FRONTEND = slang
File: design/flow/constraint.sdc
current_design mod_N_up_down_counter

set clk_period 1.8
set clk_io_pct 0.2

create_clock -name clk0 -period $clk_period [get_ports {clk}]

set non_clock_inputs [all_inputs -no_clocks]
set_input_delay [expr $clk_period * $clk_io_pct] -clock clk0 $non_clock_inputs
set_output_delay [expr $clk_period * $clk_io_pct] -clock clk0 [all_outputs]
File: design/flow/design.v
`timescale 1ns / 1ps
module mod_N_up_down_counter #(parameter N=16,b=4)(
    input clk,rst,updown,
    output reg [(b-1):0] count
    );
	 always @ (posedge clk)
	 begin
	 case(rst)
	 1: count= 4'b0000;
	 0: case(updown)
	        1: if(count==(N-1))
			      begin 
					count=4'b0000;
					end
					else
					begin
					count=count+1;
					end
				0:  if (count==0)	
				    begin 
					count=(N-1);
					end
					else
					begin
					count=count-1;
					end
					endcase
		endcase
	 end
endmodule
File: design/flow/run.sh
#!/bin/bash
# OpenROAD 26Q1-2900-gdf79404cd8, Yosys 0.63+post, stock flow scripts
make -C /OpenROAD-flow-scripts/flow DESIGN_CONFIG=/design/flow/config.mk WORK_HOME=/design/flow/orfs finish
==> out/summary.txt <==
Outcome: complete, no violations
CTS H-Tree Depth: 1
Largest register FFs: 4
Slew margin rel.: 82.7%
Worst slack, placed: 307 ps
Hold Vio Cnt, Final: 0
CTS tree: yes
Global-route wire length before repair: 876 um
ANT cells: 0
Top cells excl fill/tap: 6 x clkdlybuf4s50_1, 4 x nor2_1, 4 x dfxtp_1
Startpoint Class: flop
Initial Utilization: 6.26%
DRT iter0 DRCs: 3
Tot GR Track Use: 1.78%
PwrDens: 880 nW/um2
R2R cell count: 5
Final worst path period share: 87.3%
Synth Seq Share: 37.4%
Leak: 0.134 nW
Crit path DAT: 1210 ps
Final Power: 0.312 mW
Root buffer cell: clkbuf_4
CORE AREA: 3420 um2
Min Hold Slack: 534 ps
Vias in the first global route: 196
First-pass DRT Iterations: 2
Simple Share, Synth: 8.77%
DR WL/cell: 6.66 um
Number of cells in Yosys stat: 24
XOR Share, Synth: 8.19%
Largest net degree at the start of global routing: 9
Die area: 6400 um2
Placed Instances: 76
Flops after synth: 4
Critical-path top delay cell: clkdlybuf4s50_1
Finished Layout Cells: 79
Max-Cap Viols: 0
Detailed Route WL: 526 um
Area growth from synthesis to layout: 65.5%
Share of layout cells above drive strength 1: 12.1%
Post-cts sizing count: 0
Peak supply drop: 0.313 mV
Synth cell types: 13
Die Y: 80 um
DRC viols: 0
Post-CTS Setup Bufs: 0
Vias per Instance: 2.56
Cell family with most CP delay: buffers and inverters
CP Data Required Time: 1440 ps
Synth Warn #: 0
Worst setup EP type: output port
PnR worst setup slack: 229 ps
FILL cells: 402
FA/HA/MAJ Cells, Area Fraction: 11.7%
IO Port Bufs: 6
Commonest Layout Cell: clkdlybuf4s50_1
Clock sinks: 4
Critical path's largest stage delay: 530 ps
Synth Area in Compound Gates: 24.0%
Chip Width: 80 um
WHS Path Cells: 1
Yosys synthesis chip area: 214 um2
Crit path max fanout: 8
Worst path cell trace: clkdlybuf4s50_1
Synthesized area: 214 um2
Total grt overflow: 0
Post-DRT Antenna Nets: 0
Top comb family, area: AND-OR/OR-AND gates
Clk buf depth: 2
Gate Count Post-Synth: 24
Cts hold-fix bufs: 0
Max Slew Vio Count: 0
Antenna violations before repair: 0
Final Setup Violations: 0
Via count: 202
FMAX: 637 MHz
IO Count: 7
Syn Area/Cell: 8.91 um2
Mux share: 4.68%
Count of tool warnings: 26
Clk slew on worst S/H paths: 40 ps
Crit Path Class: reg2out
Worst Tran Pin Value: 259 ps
Routability cong.: 0.620
CTS buffer count: 3
Row Count: 21
CP Depth: 1
Min Tclk post-route: 1570 ps
HP Class: reg2reg
Comb area: 123 um2
RSZ-0062 raised after global routing: false
Sum of buffers and inverters on the critical path: 1
Clk_skew: 1.71 ps
Sequential Area: 80.1 um2
Clk latency late pin: 230 ps
Setup TNS: 0 ps
-- area by class of cell --
| type | instances | area share [%] |
|---|---|---|
| flip-flops and latches | 4 | 22.6 |
| inverters | 3 | 3.18 |
| clock buffers | 3 | 6.36 |
| multi-input cells | 17 | 34.6 |
| well taps | 46 | 16.3 |
| repair buffers | 6 | 17.0 |
-- logic make-up (layout without fill, tap and decap cells) --
logic type               Yosys count  count (layout)
AND-OR/OR-AND                      7               7
AND/OR/NAND/NOR                    5               5
adder cells (fa/ha/maj)            2               2
multiplexers                       1               1
XOR/XNOR                           2               2
buffers and inverters              3              12
flip-flops                         4               4
-- power by group --
group          total [mW]  leakage [nW]  switching [mW]  internal [mW]
logic              0.0796        0.0869          0.0282         0.0514
registers           0.124        0.0333          0.0216          0.103
clock network       0.108        0.0138          0.0334         0.0744
total               0.312         0.134          0.0832          0.229
-- per-stage QoR --
step | utilization [%] | instance area, um2
2_1_floorplan | - | 214
3_5_place_dp | 9.71 | 332
5_1_grt | 10.4 | 354
4_1_cts | 10.4 | 354
3_3_place_gp | 9.71 | 332
6_report | 10.4 | 354
-- synthesized netlist by cell type --
library cell	count	area, um2
a31o_2	1	8.76
o2111ai_1	1	8.76
inv_1	3	11.3
o21bai_1	1	7.51
nand2_1	1	3.75
o31ai_1	1	7.51
dfxtp_1	4	80.1
xor2_1	2	17.5
nor2_1	4	15.0
a21oi_1	2	10.0
mux2i_1	1	10.0
o31a_1	1	8.76
ha_1	2	25.0
-- path summary, 6_finish.rpt --
check                 startpoint  slack, ps                   to
max          count[0]$_SDFF_PP0_        230             count[0]
min          count[0]$_SDFF_PP0_        530  count[0]$_SDFF_PP0_
max reg2reg  count[0]$_SDFF_PP0_        570  count[3]$_SDFF_PP0_
min reg2reg  count[0]$_SDFF_PP0_        530  count[0]$_SDFF_PP0_
-- layer usage --
metal	vias to the layer above	track usage, %	wire length [um]	part of all wire (%)
met3	0	1.70	66	13
met1	89	2.66	313	60
met4	0	0	0	0
met5	-	0	0	0
li1	104	-	-	-
met2	9	1.77	146	28
Power is estimated from default activity; no workload was simulated.
